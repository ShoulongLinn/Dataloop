**run.sh**
```bash
#!/bin/bash
# OpenROAD 26Q1-2900-gdf79404cd8, Yosys 0.63+post, stock flow scripts
make -C /OpenROAD-flow-scripts/flow DESIGN_CONFIG=/design/flow/config.mk WORK_HOME=/design/flow/orfs finish
```
**config.mk**
```make
export PLATFORM = sky130hd
export DESIGN_NAME = DataSource
export DESIGN_NICKNAME = DataSource
export VERILOG_FILES = /design/flow/design.v
export SDC_FILE = /design/flow/constraint.sdc
export NUM_CORES = 4
export LEC_CHECK = 1
export CORE_AREA = 10 10 70 70
export DIE_AREA = 0 0 80 80
```
**constraint.sdc**
```tcl
current_design DataSource

set clk_period 1.3
set clk_io_pct 0.2

create_clock -name clk0 -period $clk_period [get_ports {clk}]

set non_clock_inputs [all_inputs -no_clocks]
set_input_delay [expr $clk_period * $clk_io_pct] -clock clk0 $non_clock_inputs
set_output_delay [expr $clk_period * $clk_io_pct] -clock clk0 [all_outputs]
```
**design.v**
```verilog
`timescale 1ns / 1ps
module DataSource(
    input wire clk,
    input wire reset,
    output wire [7:0]data_out
    );
    reg [7:0] data;
    always @(posedge clk or posedge reset) begin
        if (reset) begin
            data <= 8'b0;
        end else begin
            if (data == 8'b11111111) begin
                data <= 8'b0;
            end else begin
                data <= data + 8'b1;
            end
        end
    end
    assign data_out = data;    
endmodule
```
==> ds_physical_params.txt <==
Implementation parameters

Parameter                              Value

Status
  Status .................. finished, final reports clean

Final timing
  Setup repair after global routing missed its margin .................. no
  Least-Margin Pin Slew .................. 0.304 ns
  Number of failing hold endpoints at the final stage .................. 0
  Final period demand of the worst path .................. 1.16 ns
  Max-Slew Margin vs Limit .................. 79.7%
  Worst-case clock skew .................. 0.00109 ns
  Final Cycle Share .................. 89.0%
  Setup TNS .................. 0 ns
  Finish-stage setup viols .................. 0
  Highest achievable clock rate .................. 0.864 GHz
  Number of pins with negative max-slew slack in the final report .................. 0

Yosys
  Mapped Area .................. 350 um^2
  Yosys top cell by area .................. sky130_fd_sc_hd__dfrtp_1
  Synth top area share .................. 57.1%
  Summed standard-cell area reported by yosys .................. 350 um^2
  Syn avg cell area .................. 11.3 um^2
  Synthesized flop and latch total .................. 8
  Post-synthesis instance total .................. 31
  Number of standard cells reported by yosys .................. 31
  Unique cell types .................. 18
  Largest cells by area .................. sky130_fd_sc_hd__dfrtp_1 57%, sky130_fd_sc_hd__xor2_1 7.5%, sky130_fd_sc_hd__ha_1 3.6%
  YS warnings .................. 1
  Post-synth seq share .................. 57.1%

Critical path
  Maximum fanout along the worst path .................. 4
  Worst Setup SP .................. data[3]$_DFF_PP0_
  Reg-to-reg critical path endpoint .................. data[3]$_DFF_PP0_
  Delay contributed by the slowest stage of the critical path .................. 0.38 ns
  Slowest cell on the critical path .................. sky130_fd_sc_hd__dfrtp_1
  Crit Path Class .................. flip-flop to flip-flop
  Sort of element at the end of the critical path .................. flip-flop
  Crit path to .................. data[3]$_DFF_PP0_
  Critical path cell sequence .................. buf_4, and4_1, and4_2, nor2_1
  Data required time at the worst endpoint .................. 1.49 ns
  Startpoint type of the worst setup path .................. flip-flop
  Origin of the critical flop-to-flop path .................. data[3]$_DFF_PP0_
  Data arrival, critical path .................. 1.34 ns
  Register-to-Register Setup Slack .................. 0.14 ns
  R2R depth .................. 4

Route
  Number of DRC violations after detailed routing .................. 0
  Initial drt markers .................. 3
  Met1 routed wirelength after detailed routing .................. 372 um
  Routed met2 length .................. 473 um
  First-pass detailed-route iteration total .................. 4
  Uppermost layer routed .................. met4
  Total wirelength of the detailed-routed design .................. 906 um
  Number of antenna repair diodes .................. 0
  Detail Route met3 WL .................. 43 um
  Via/cell ratio .................. 3.14
  Via count of the routed design .................. 305
  Average wire length per cell after detail routing .................. 9.34 um
  Number of nets still failing antenna checks after routing .................. 0

Global routing
  Pin count of the biggest net entering global routing .................. 9
  Antenna violations before repair .................. 0
  Overall overflow remaining after global route .................. 0
  Via count of the first global-routing pass .................. 321
  Global-route total usage across every layer .................. 3.12%
  Wire length of the first global-routing pass .................. 1.56 mm

Finish
  Filler cell count .................. 385
  Area growth from synthesis to layout .................. 67.9%
  Combined area of the multi-input logic cells .................. 160 um^2
  Final Instance Area .................. 588 um^2
  Registers with the most flip-flops .................. data (8)
  Storage element area .................. 200 um^2
  Flip-flop count of the largest register after layout .................. 8
  Biggest register .................. data
  Share of cells above drive strength 1 .................. 29.4%

Placement
  DP Area .................. 505 um^2
  Total of buffers placed on input and output ports .................. 9
  Weighted congestion reported at the end of routability-driven placement .................. 0.832
  Detailed Place HPWL .................. 658 um

Clock network
  Insertion Delay late pin .................. 0.25 ns
  Maximum clock path buffer count .................. 2
  Clock Sinks .................. 8
  Clock Root Buffer .................. sky130_fd_sc_hd__clkbuf_4
  TritonCTS clock tree .................. yes
  Number of CTS-inserted buffers .................. 3
  CTS HTree Levels .................. 1
  Post-CTS Hold Fix Bufs .................. 0
  Clock edge transition at the registers on the reported setup and hold paths .................. 0.05 ns

Power
  Static Leak .................. 0.289 nW
  Switching power .................. 0.0000872 W
  Portion of total power attributed to combinational logic .................. 1.7%
  Part of the power in registers .................. 56.0%
  Power per cell area .................. 756 nW/um^2
  Switch share .................. 19.6%
  Internal Power .................. 0.000358 W
  Peak VDD IR .................. 0.000271 V
  Proportion of power drawn by the clock network .................. 42.2%

Floorplanning
  Full die area .................. 6400 um^2
  Horizontal die size .................. 80 um
  Ports .................. 10
  Die span in y .................. 80 um
  Core Region .................. 3420 um^2
  Initial standard-cell utilization of the core .................. 10.3%
  Std-Cell Rows .................. 21

Flow run
  Number of logged tool warnings .................. 25
  Maxcap violations .................. 0

Min path
  Class of the worst hold path .................. input port to asynchronous set/reset pin
==> timing repair <==
item / in CTS / in global routing
gates resized: 8 / 3
endpoints found under the setup margin: 8 / 2
pin swaps: 0 / 0
buffers inserted: 7 / 0
==> Yosys cell counts (all sizes together) <==
library cell / count
a21oi: 1
a31oi: 1
a41oi: 1
and4: 2
dfrtp: 8
ha: 1
inv: 2
nand2: 3
nand3: 2
nand4: 1
nor2: 2
nor3: 1
o21ai: 1
or3: 1
xnor2: 1
xor2: 3
==> logic make-up after synthesis <==
logic type               after synthesis  share of synthesized area, %
AND/OR/NAND/NOR                       12                          20.0
flip-flops                             8                          57.1
AND-OR/OR-AND                          4                          7.14
XOR/XNOR                               4                          10.0
buffers and inverters                  2                          2.14
adder cells (fa/ha/maj)                1                          3.57
==> power groups by stage <==
stage         combinational [W]  clock [W]  sequential (W)
finish               0.00000771   0.000188        0.000249
global route         0.00000922   0.000214        0.000249
CTS                  0.00000821   0.000194        0.000249
==> layout make-up <==
| cell class | instances | area share [%] |
|---|---|---|
| clock buffers | 3 | 3.83 |
| repair buffers | 17 | 23.8 |
| multi-input cells | 21 | 27.2 |
| flip-flops and latches | 8 | 34.0 |
| inverters | 2 | 1.28 |
| well taps | 46 | 9.79 |
==> how the worst min path moves through the flow <==
stage,start,end,slack [ns],cells past startpoint
4_1_cts,reset,data[6]$_DFF_PP0_,0.26,2
5_1_grt,reset,data[6]$_DFF_PP0_,0.28,2
6_report,reset,data[6]$_DFF_PP0_,0.25,2
==> metal layers <==
metal	vias up	track usage, %
li1	155	-
met1	141	3.36
met2	5	5.30
met3	4	1.59
met4	0	0.704
met5	-	0
==> critical path: cells and delay by family (launching register included) <==
family | cells | cell delay (ns)
buffers and inverters | 1 | 0.15
DFF | 1 | 0.38
and+or+nand+nor | 3 | 0.56
==> placed cells by master (no fill, tap or decap) <==
| cell | count |
|---|---|
| sky130_fd_sc_hd__nand3_1 | 1 |
| sky130_fd_sc_hd__nor3_2 | 1 |
| sky130_fd_sc_hd__o21ai_0 | 1 |
| sky130_fd_sc_hd__a31oi_1 | 1 |
| sky130_fd_sc_hd__buf_4 | 8 |
| sky130_fd_sc_hd__a21oi_1 | 1 |
| sky130_fd_sc_hd__ha_4 | 1 |
| sky130_fd_sc_hd__xnor2_1 | 1 |
| sky130_fd_sc_hd__or3_1 | 1 |
| sky130_fd_sc_hd__nand4_1 | 1 |
| sky130_fd_sc_hd__a41oi_1 | 1 |
| sky130_fd_sc_hd__clkbuf_4 | 3 |
| sky130_fd_sc_hd__nand2_1 | 3 |
| sky130_fd_sc_hd__clkdlybuf4s50_1 | 1 |
| sky130_fd_sc_hd__xor2_1 | 3 |
| sky130_fd_sc_hd__dfrtp_1 | 8 |
| sky130_fd_sc_hd__nand3_2 | 1 |
| sky130_fd_sc_hd__and4_1 | 1 |
| sky130_fd_sc_hd__inv_1 | 2 |
| sky130_fd_sc_hd__nor2_1 | 2 |
| sky130_fd_sc_hd__dlygate4sd2_1 | 8 |
| sky130_fd_sc_hd__and4_2 | 1 |
==> metrics by stage <==
stage | hold slack (ns) | util, % | total power [W] | instances | setup WS, ns
finish | 0.251 | 17.2 | 0.000445 | 97 | 0.142
global route | 0.282 | 17.2 | 0.000472 | 97 | 0.0521
CTS | 0.259 | 16.7 | 0.000452 | 97 | 0.0130
detailed placement | 0.503 | 14.8 | 0.000262 | 87 | 0.0495
global placement | 0.507 | 14.8 | 0.000262 | 87 | 0.0804
floorplan | 0.0757 | - | 0.000257 | 31 | 0.197
Power figures rest on the tool's default switching activity, not on a simulated workload.
