==> /design/flow/design.v <==
`timescale 1ns / 1ps
module Datarx(
    input wire clk_50MHz,
    input wire clk_400MHz,
    input wire data_in,
    input wire reset,
    output wire [7:0] data_out
); 
    reg [2:0] count;
    reg [7:0]data_reg;
    reg [7:0] data_out_reg;
    always @(posedge clk_400MHz or posedge reset) begin
        if (reset) begin
            count <= 7;
        end else begin
            if (count == 0) begin
                count <= 7;
            end else begin
                count <= count - 1;
            end
        end
    end
    always @(posedge clk_400MHz or posedge reset) begin
        if (reset) begin
            data_reg <= 8'b0;
        end else begin
            if (count > 0) begin
                data_reg[count] <= data_in;
            end
            else
                data_out_reg <= {data_reg[7:1],data_in};
        end
    end
    assign data_out = data_out_reg;
endmodule
==> /design/flow/run.sh <==
#!/bin/bash
# OpenROAD 26Q1-2900-gdf79404cd8, Yosys 0.63+post, stock flow scripts
make -C /OpenROAD-flow-scripts/flow DESIGN_CONFIG=/design/flow/config.mk WORK_HOME=/design/flow/orfs finish
==> /design/flow/config.mk <==
export PLATFORM = sky130hd
export DESIGN_NAME = Datarx
export DESIGN_NICKNAME = Datarx
export VERILOG_FILES = /design/flow/design.v
export SDC_FILE = /design/flow/constraint.sdc
export NUM_CORES = 4
export LEC_CHECK = 1
export CORE_AREA = 10 10 83 83
export DIE_AREA = 0 0 93 93
==> /design/flow/constraint.sdc <==
current_design Datarx

set clk_period 2.1
set clk_io_pct 0.2

create_clock -name clk0 -period $clk_period [get_ports {clk_400MHz}]

set non_clock_inputs [all_inputs -no_clocks]
set_input_delay [expr $clk_period * $clk_io_pct] -clock clk0 $non_clock_inputs
set_output_delay [expr $clk_period * $clk_io_pct] -clock clk0 [all_outputs]
==> run_results.csv <==
group,metric,value,unit
power_and_ir_drop,p_per_area,636,nW/um2
route,drc,0,
clocking,cts.clk_slew.worst_paths,0.06,ns
global_route,grt_max_degree,11,
worst_setup_path,crit_fanout,4,
worst_setup_path,worstReg2RegEnd,"data_reg[4]$_DFFE_PP0N_",
clocking,cts_setup_buffers,0,
floorplanning,design.portCount,12,
logic_synthesis,ff_type,"edfxtp_1",
clocking,cts_root_buf,"clkbuf_8",
floorplanning,die_w,93,um
route,postRouteAntennaNets,0,
sta,fin_crit,1.97,ns
clocking,cts_resized,0,
sta,finalClockPeriodUsage,0.937,
sta,slew_headroom,0.759,
sta,setup_viol,0,
logic_synthesis,synth_area_per_cell,14.3,um2
worst_hold_path,whs_path_depth,0,
flow_run,tool_warnings,28,
floorplanning,coreArea,5140,um2
global_route,grt_usage,0.0281,
logic_synthesis,top_area_frac,0.322,
logic_synthesis,yosysMostFrequentCell,"edfxtp_1",
global_route,gr-total-overflow,0,
global_route,grt_pass1_vias,448,
sta,tightestPinTransition,0.361,ns
worst_setup_path,reg2reg_from,"count[1]$_DFF_PP1_",
clocking,clock_path_buffers,2,
sta,report.final.slew_viol_count,0,
global_route,antenna_found_initial,0,
logic_synthesis,synth-edff-count,8,
layout,drive_above_1_share,0.176,
worst_hold_path,hp-class,"reg -> reg",
flow_run,maxCapViolCount,0,
placed_design,routabilityCongestion,0.791,
logic_synthesis,largest_area_cell,"edfxtp_1",
worst_setup_path,r2r_slack,0.13,ns
placed_design,io_buffers,10,
layout,syn_to_final_growth,33.2,%
clocking,clock.latency.late_pin,0.24,ns
logic_synthesis,syn_area,746,um2
route,num_antenna_cells,0,
sta,tns,0,ns
logic_synthesis,ys_cells,52,
logic_synthesis,topCellsByArea,"edfxtp_1 32%, dfrtp_1 23%, dfstp_2 11%, ha_1 6.7%, o2bb2ai_1 3.5%",
route,routed_wl,1.18,mm
logic_synthesis,synthTopCellsByCount,"8 x edfxtp_1, 7 x dfrtp_1, 6 x inv_1",
worst_setup_path,crit_type,"reg -> reg",
route,drt_iter0_markers,21,
run_status,status,"finished, final reports clean",
floorplanning,die-area,8650,um2
floorplanning,fp_util,0.145,
worst_setup_path,cp-start-kind,"flop",
worst_hold_path,holdCritStartpoint,"data_reg[6]$_DFFE_PP0N_",
clocking,cts-buffers-inserted,3,
sta,whs,0.449,ns
power_and_ir_drop,total_power,0.000632,W
power_and_ir_drop,ir_drop,0.000188,V
global_route,grt_pass1_wl,2.00,mm
power_and_ir_drop,leakagePower,0.351,nW
layout,num-fill-cells,577,
worst_setup_path,rr_worst_depth,6,
worst_setup_path,worstPathArrival,2.10,ns
worst_setup_path,required,2.23,ns
logic_synthesis,synthCells,52,
clocking,cts_tree,"done",
clocking,h-tree-depth,1,
logic_synthesis,synth_cell_types,18,
logic_synthesis,ys_ff,18,
layout,largest_reg_flops,8,
route,routed_via_density,3.16,
logic_synthesis,synth_seq_share,0.663,
route,vias,436,
logic_synthesis,yosysWarnings,1,
logic_synthesis,yosys-stat-area,746,um2
sta,rsz0062_at_grt,"no",
route,dr.pass1.iters,2,
placed_design,dp_hpwl,928,um
sta,fmax,508,MHz
floorplanning,num_rows,26,
clocking,numClockSinks,18,
floorplanning,fp.dieH,93,um
worst_setup_path,end_kind,"flop",
route,wl_per_cell,8.51,um
sta,skew,0.00281,ns
sta,hold_viol_final,0,
worst_hold_path,hold_path_end,"data_out_reg[6]$_DFFE_PP_",
logic_synthesis,synthArstFlopShare,0.556,
clocking,ctsHoldBuffers,0,
==> cells by family after synthesis <==
group / Yosys count / share of synthesized area
and+or+nand+nor: 16 / 0.119
DFF: 18 / 0.663
buffers and inverters: 6 / 0.0302
muxes: 3 / 0.0503
AOI/OAI and AO/OA: 5 / 0.0705
adders and majority gates: 4 / 0.0671
==> power breakdown <==
part / internal (W) / switching (W)
Sequential: 0.000377 / 0.00000332
Combinational: 0.0000101 / 0.0000102
Clock: 0.000129 / 0.000102
==> through the flow <==
| stage | instances | area [um2] | utilization | setup WS (ns) |
|---|---|---|---|---|
| floorplan | 52 | 746 | - | 0.201 |
| global placement | 134 | 948 | 0.185 | 0.172 |
| detailed placement | 134 | 948 | 0.185 | 0.151 |
| CTS | 138 | 993 | 0.193 | 0.137 |
| global route | 138 | 993 | 0.193 | 0.0474 |
| finish | 138 | 993 | 0.193 | 0.132 |
==> routing by layer <==
layer,routed length (um),GRT usage,up-vias
li1,-,-,211
met1,542,0.0318,213
met2,505,0.0438,10
met3,114,0.0194,2
met4,13,0.00386,0
met5,0,0,-
==> layout by cell type, fill, tap and decap left out, types with 2 or more instances in the layout <==
cell / count
buf_4: 2
edfxtp_1: 8
o2bb2ai_1: 3
mux2_1: 2
inv_1: 6
dfrtp_1: 7
clkdlybuf4s50_1: 10
nand2_1: 4
nand3_1: 4
ha_1: 4
nor2_1: 2
dfstp_2: 3
clkbuf_8: 3
nand2b_1: 2
==> final cells by class <==
| cell class | count | area, um2 | area share |
|---|---|---|---|
| inverter | 6 | 22.5 | 0.0227 |
| timing repair buffer | 12 | 115 | 0.116 |
| clock inverter | 1 | 3.75 | 0.00378 |
| multi-input combinational | 28 | 229 | 0.230 |
| sequential | 18 | 494 | 0.497 |
| tap | 70 | 87.6 | 0.0882 |
| clock buffer | 3 | 41.3 | 0.0416 |
==> critical path: stages (launching register included) <==
cell     delay [ns]
dfstp_2        0.55
inv_1          0.07
ha_1           0.19
ha_1           0.33
nor2b_2        0.22
and3_4         0.21
mux2_4         0.29
==> how the worst max path moves through the flow <==
stage                 slack, ns                 endpoint  cells past startpoint                from
after CTS                  0.14  data_reg[4]$_DFFE_PP0N_                      6  count[1]$_DFF_PP1_
after global routing       0.05  data_reg[4]$_DFFE_PP0N_                      6  count[1]$_DFF_PP1_
final                      0.13  data_reg[4]$_DFFE_PP0N_                      6  count[1]$_DFF_PP1_
No activity file was given, so power comes from the tool's default toggle rates.
