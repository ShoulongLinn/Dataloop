`flow/config.mk`:
```
export PLATFORM = sky130hd
export DESIGN_NAME = Datatx
export DESIGN_NICKNAME = Datatx
export VERILOG_FILES = /design/flow/design.v
export SDC_FILE = /design/flow/constraint.sdc
export NUM_CORES = 4
export LEC_CHECK = 1
export CORE_AREA = 10 10 73 73
export DIE_AREA = 0 0 83 83
```
`flow/run.sh`:
```
#!/bin/bash
# OpenROAD 26Q1-2900-gdf79404cd8, Yosys 0.63+post, stock flow scripts
make -C /OpenROAD-flow-scripts/flow DESIGN_CONFIG=/design/flow/config.mk WORK_HOME=/design/flow/orfs finish
```
`flow/constraint.sdc`:
```
current_design Datatx

set clk_period 1.0
set clk_io_pct 0.2

create_clock -name clk0 -period $clk_period [get_ports {clk_400MHz}]
create_clock -name clk1 -period $clk_period [get_ports {clk_50MHz}]

set non_clock_inputs [all_inputs -no_clocks]
set_input_delay [expr $clk_period * $clk_io_pct] -clock clk0 $non_clock_inputs
set_output_delay [expr $clk_period * $clk_io_pct] -clock clk0 [all_outputs]
```
`flow/design.v`:
```
`timescale 1ns / 1ps
module Datatx(
input wire clk_50MHz,
input wire clk_400MHz,
input wire [7:0] data_in,
input wire reset,
output wire data_out);
reg [7:0] shift_reg;
reg [2:0] shift_count;
reg shift_enable;
always @(posedge clk_50MHz or posedge reset) begin
    if (reset)
        shift_reg <= 8'b0;
    else begin
        shift_reg <= data_in;
        shift_count <= 0;
        shift_enable <= 1;
    end
end
always @(posedge clk_400MHz) begin
    if (shift_enable) begin
        shift_reg <= {shift_reg[6:0],shift_reg[7]};
        shift_count <= shift_count + 1;
        if (shift_count == 7)
            shift_enable <= 0;
    end
end
assign data_out = shift_reg[7];
endmodule
```
==> flow_metrics.env <==
# yosys + openroad results
export IMPL_ys_types=3
export IMPL_haltStage="1_2_yosys"
export IMPL_firstError="ERROR: Found 8 problems in 'check -assert'."
export IMPL_ys_cells=17
export IMPL_synthTopCellsByCount="8 x dfrtp_1, 8 x dfxtp_1, 1 x inv_1"
export IMPL_status="did not finish"
export IMPL_synth_async_sr_flop_share_pct=50.0
export IMPL_yosysTopAreaCell="dfrtp_1"
export IMPL_top_cell_area_share_pct=55.0
export IMPL_flop_cell="dfxtp_1"
export IMPL_topCellsByArea="dfrtp_1 55%, dfxtp_1 44%, inv_1 1.0%"
export IMPL_yosys_area_um2=364
export IMPL_postSynthSeqShare_pct=99.0
export IMPL_synth_flops=16
export IMPL_synth_edff_count=0
export IMPL_synth_warnings=1
## cells by family after synthesis
group / after synthesis / synth area share (%)
buffers and inverters: 1 / 1.03
flip-flops: 16 / 99.0
